==> ./design.v <==
module simple_fsm_refund
(
    input wire sys_clk,
    input wire sys_rst_n,
    input wire coin,
    input wire refund_request,   
    output wire cola,
    output wire refund           
);
parameter IDLE = 3'b001;
parameter ONE = 3'b010;
parameter TWO = 3'b100;
reg [2:0] st_next;
reg [2:0] st_cur;
always @(posedge sys_clk or negedge sys_rst_n)
begin
    if (!sys_rst_n)
        st_cur <= IDLE;
    else
        st_cur <= st_next;
end
always @(*)
begin
    case (st_cur)
        IDLE:
            if (coin == 1'b1)
                st_next = ONE;
            else
                st_next = IDLE;
        ONE:
            if (coin == 1'b1)
                st_next = TWO;
            else if (refund_request == 1'b1)   
                st_next = IDLE;
            else
                st_next = ONE;
        TWO:
            if (coin == 1'b1)
                st_next = IDLE;
            else
                st_next = TWO;
        default:
            st_next = IDLE;
    endcase
end
reg cola_r;
always @(posedge sys_clk or negedge sys_rst_n)
begin
    if (!sys_rst_n)
        cola_r <= 1'b0;
    else if ((st_cur == TWO) && (coin == 1'b1))
        cola_r <= 1'b1;
    else
        cola_r <= 1'b0;
end
reg refund_r;
always @(posedge sys_clk or negedge sys_rst_n)
begin
    if (!sys_rst_n)
        refund_r <= 1'b0;
    else if ((st_cur == ONE) && (refund_request == 1'b1))   
        refund_r <= 1'b1;
    else
        refund_r <= 1'b0;
end
assign cola = cola_r;
assign refund = refund_r;
endmodule
==> ./run.sh <==
#!/bin/bash
# OpenROAD 26Q1-2900-gdf79404cd8, Yosys 0.63+post, stock flow scripts
make -C /OpenROAD-flow-scripts/flow DESIGN_CONFIG=/design/flow/config.mk WORK_HOME=/design/flow/orfs finish
==> ./config.mk <==
export PLATFORM = sky130hd
export DESIGN_NAME = simple_fsm_refund
export DESIGN_NICKNAME = simple_fsm_refund
export VERILOG_FILES = /design/flow/design.v
export SDC_FILE = /design/flow/constraint.sdc
export NUM_CORES = 4
export LEC_CHECK = 1
export CORE_AREA = 10 10 70 70
export DIE_AREA = 0 0 80 80
==> ./constraint.sdc <==
current_design simple_fsm_refund

set clk_period 1.6
set clk_io_pct 0.2

create_clock -name clk0 -period $clk_period [get_ports {sys_clk}]

set non_clock_inputs [all_inputs -no_clocks]
set_input_delay [expr $clk_period * $clk_io_pct] -clock clk0 $non_clock_inputs
set_output_delay [expr $clk_period * $clk_io_pct] -clock clk0 [all_outputs]
==> results.toml <==
# yosys + openroad results
[run_status]
run_status = "finished, final reports clean"

[floorplanning]
boundaryPins = 6
die_area_um2 = 6400
initCoreUtil_pct = 5.20
die_h_um = 80
fp.dieW_um = 80
design.core.area_um2 = 3420
num_rows = 21

[clock_tree]
cts_made_buffers = 3
clockRootBuffer = "clkbuf_4"
htree_levels = 1
cts_hold_buf = 0
clkLatencyLatePin_ns = 0.24
post-cts-setup-buffer-count = 0
clock_path_buffers = 2
clkTransAtPathRegs_ns = 0.05
cts.repair.resized = 0
clock_sinks = 5
cts_tree = "yes"

[global_routing]
grt_pass1_wl_um = 745
grt_max_degree = 8
grt_overflow = 0
grt_usage_pct = 1.70
grt_antenna_before_repair = 1
grt_pass1_vias = 149

[routing]
drc = 0
ant_nets = 0
drt_iter0_markers = 6
vias = 143
vias_per_cell = 2.04
detail_route.wl_per_cell_um = 6.70
drt_wl_total_um = 469
drt_pass1_iterations = 2

[synthesis]
largest_area_cell = "dfrtp_1"
yosysWarnings = 1
synth_area_um2 = 178
ys_ff = 5
syn_area_per_cell_um2 = 12.7
top_cells_by_area = "dfrtp_1 (56%), dfstp_2 (15%), a22o_1 (4.9%), a211oi_1 (4.2%), and2_2 (4.2%)"
syn_inst = 14
yosys_cells = 14
synth-area-yosys_um2 = 178
synth_cell_types = 11
top_cell_area_share_pct = 56.3
seq_area_frac_synth_pct = 71.1

[timing]
fmax_mhz = 743
final_max_slew_viol_count = 0
finalCriticalPeriod_ns = 1.35
fin_skew_ns = 0.00523
tightest_slew_ns = 0.228
finalSetupTns_ns = 0
relSlewSlack_pct = 84.7
min_period_over_period_pct = 84.1
grt_setup_unrepaired = "no"
finalHoldViolCount = 0
setup_viol = 0

[run]
warnings = 25
cap_violations = 0

[critical_path]
critical_path.top_delay_family = "buffers and inverters"
cp.required_ns = 1.28
cp.arrival_ns = 1.03
start_kind = "flip-flop"
endpoint_kind = "output pin"
path_max_fanout = 1
critPathBufInv = 1
path_cells = "clkdlybuf4s50_1"
path_class = "flip-flop to output pin"
slowest_stage = "clkdlybuf4s50_1"
slowest_delay_ns = 0.46

[worst_hold_path]
hp-class = "primary input to asynchronous set/reset pin"

[pwr]
p_per_area_nw_per_um2 = 1070
leakagePower_uw = 0.000117
power_uw = 336
irDropWorstVdd_v = 0.000214

[layout]
drive_gt1_share_pct = 21.7
lay_top_count = "clkdlybuf4s50_1"
final_cell_mix = "clkdlybuf4s50_1 (5), dfrtp_1 (4), clkbuf_4 (3)"
synthToLayoutAreaGrowth_pct = 76.8

[placement]
io_buffer_count = 5
gp_congestion = 0.702
-- Yosys cell counts --
cell type	n
dfrtp_1	4
a211oi_1	1
a21oi_1	1
a22o_1	1
and2_1	1
and2_2	1
dfstp_2	1
inv_1	1
nand2_1	1
nor2_1	1
o21ai_0	1
-- final timing paths --
| path | slack (ns) | depth (start not counted) | startpoint | endpoint |
|---|---|---|---|---|
| min in group clk0 | 0.50 | 2 | flip-flop | st_cur[0] |
| max in group asynchronous | 1.06 | 1 | sys_rst_n | st_cur[0] |
| min | 0.29 | 1 | sys_rst_n | cola_r |
| max reg2reg | 0.79 | 2 | st_cur[2] | st_cur[0] |
| min reg2reg | 0.50 | 2 | flip-flop | st_cur[0] |
| max | 0.25 | 1 | refund_r | refund |
-- layout make-up --
class / count / area [um^2]
clock buffers: 4 / 26.3
flip-flops and latches: 5 / 126
well taps: 46 / 57.6
diodes: 1 / 2.50
inverters: 1 / 3.75
repair buffers: 5 / 50.0
multi-input cells: 8 / 47.5
fillers: 402 / 3100
-- cells by family after synthesis --
group	share of synthesized area (%)
buffers and inverters	2.11
AOI/OAI and AO/OA	14.8
DFF	71.1
and+or+nand+nor	12.0
-- stage by stage --
step / hold WS [ns] / util (%) / cell area (um^2) / instances / setup slack (ns)
2_1_floorplan: 0.0244 / - / 178 / 14 / 0.871
3_3_place_gp: 0.492 / 8.35 / 285 / 65 / 0.365
3_5_place_dp: 0.496 / 8.35 / 285 / 65 / 0.344
4_1_cts: 0.285 / 9.12 / 312 / 69 / 0.236
5_1_grt: 0.296 / 9.19 / 314 / 70 / 0.210
6_report: 0.292 / 9.19 / 314 / 70 / 0.255
-- power by group --
group | leakage [uW] | internal, uW | switching (uW) | total [uW]
clock | 0.0000150 | 94.5 | 54.4 | 149
sequential | 0.0000627 | 144 | 7.91 | 152
combinational | 0.0000391 | 21.8 | 13.5 | 35.3
-- layer usage --
layer | global-route usage, % | part of all wire, %
met5 | 0 | 0
met4 | 0.176 | 0
met3 | 3.18 | 31
met2 | 1.61 | 29
met1 | 1.61 | 40
No activity file was given, so power comes from the tool's default toggle rates.
