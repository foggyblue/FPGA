File: /design/flow/config.mk
export PLATFORM = sky130hd
export DESIGN_NAME = running_light
export DESIGN_NICKNAME = running_light
export VERILOG_FILES = /design/flow/design.v
export SDC_FILE = /design/flow/constraint.sdc
export NUM_CORES = 4
export LEC_CHECK = 1
export CORE_AREA = 10 10 99 99
export DIE_AREA = 0 0 109 109
File: /design/flow/constraint.sdc
current_design running_light

set clk_period 4.3
set clk_io_pct 0.2

create_clock -name clk0 -period $clk_period [get_ports {sys_clk}]

set non_clock_inputs [all_inputs -no_clocks]
set_input_delay [expr $clk_period * $clk_io_pct] -clock clk0 $non_clock_inputs
set_output_delay [expr $clk_period * $clk_io_pct] -clock clk0 [all_outputs]
File: /design/flow/design.v
module running_light(
    input wire sys_clk,        
    input wire sys_rst_n,      
    output reg [3:0] leds      
);
    reg [24:0] cnt;            
    reg [1:0] led_index;       
    parameter MAX_COUNT = 25000000;   
    always @(posedge sys_clk or negedge sys_rst_n) begin
        if (!sys_rst_n) begin
            cnt <= 0;
            led_index <= 0;
            leds <= 4'b1110;   
        end else begin
            if (cnt == MAX_COUNT - 1) begin
                cnt <= 0;   
                led_index <= led_index + 1;
                case (led_index)
                    2'b00: leds <= 4'b1101;   
                    2'b01: leds <= 4'b1011;   
                    2'b10: leds <= 4'b0111;   
                    2'b11: leds <= 4'b1110;   
                    default: leds <= 4'b1110;   
                endcase
            end else begin
                cnt <= cnt + 1;
            end
        end
    end
endmodule
File: /design/flow/run.sh
#!/bin/bash
# OpenROAD 26Q1-2900-gdf79404cd8, Yosys 0.63+post, stock flow scripts
make -C /OpenROAD-flow-scripts/flow DESIGN_CONFIG=/design/flow/config.mk WORK_HOME=/design/flow/orfs finish
==> run notes <==
Implementation numbers.

- The multi-input logic area reads 673 sq um.
- Entering global routing, the biggest net connects 32 pins.
- Counting pins that exceed their max-slew limit in the final report gives 0.
- The number of CTS-inserted buffers reads 5.
- Dividing the detail-routed wire length by the instance count gives 9.79 um.
- Traced cell by cell, the critical path runs through clkdlybuf4s50_1.
- After the first detailed-routing iteration, the DRC count stood at 62.
- For this run, the detailed router's first-pass iteration total came to 4.
- The OpenROAD report gives the critical path a data arrival time of 1260 ps.
- Setup repair after global routing left no endpoint under its margin.
- Of the total synthesized cell area, the portion taken by AND-OR and OR-AND cells is 3.34%.
- The class of the most critical hold timing path reads reg2reg.
- The initial core utilization reads 19.4%.
- The dominant kind of combinational cell is simple AND/OR/NAND/NOR gates.
- The area of the die reads 0.0119 sq mm.
- Post-CTS timing repair inserted 0 buffers for setup.
- The run finished with clean final reports.
- The total power draw reads 525 uW.
- The post-cts hold-fix buffer tally reads 0.
- The slew check shows that the tightest pin keeps a relative margin of 58.7%.
- The insertion delay of the later-clocked pin in the worst-skew pair reads 270 ps.
- The number of global-route vias before repair is 945.
- In this run the remaining antenna-violating nets after routing total 0.
- Per STA, the worst path accumulates the most delay in the family flip-flops.
- The filler cells instantiated in the layout total 821.
- The capturing element type of the critical path is a primary output.
- The sequential share of the synthesized area is 52.0%.
- The buffer levels on the longest clock path is 2.
- The total power density per cell area reads 300 mW/mm^2.
- The final cycle utilization of the critical path is 49.2%.
- The tally of max-capacitance violations is 0.
- The startpoint of the most critical setup path reads leds[2]$_DFFE_PN1N_.
- The initial antenna violation count is 0.
- The area share of and/or/nand/nor cells after synthesis is 24.2%.
- Input and output buffers added on the ports amount to 5.
- The total wire length is 2.49 mm.
- The timing report gives the clock slew at the launch and capture registers of the worst setup and hold paths as 60 ps.
- The core region is 0.00773 sq mm.
- The dominant register cell reads dfrtp_1.
- The leakage power of the design is 0.780 nW.
- The standard cell with the maximum stage delay on the critical path reads dfstp_2.
- The final count of hold timing violations reads 0.
- The launch instance of the worst min-delay path reads leds[1]$_DFFE_PN1N_.
- The TritonCTS clock tree is yes.
- The final worst slack is 2180 ps.
- IR analysis of the VDD net gives a maximum drop of 0.0000879 V.
- The fraction of synthesized cell area in xor and xnor cells is 12.2%.
- The ratio of routed vias to standard cells is 3.89.
- The half-perimeter wire length after detailed placement is 1.77 mm.
- The flow measured a signed area growth from synthesis to layout of 16.7%.
- The count of flip-flops with a built-in enable after synthesis is 0.
- The die is 109 um tall.
- The start-to-end type of the worst setup path is reg2out.
- The total clock sinks is 31.
- The final global-route overflow total reads 0.
- The pre-CTS setup slack reads 2210 ps.
- The die width reads 109 um.
- The overall global routing resource usage is 4.44%.
- The cell row count is 32.
- The startpoint type of the worst setup path is a flop.
- Counting I/O delays and the setup requirement, the final critical path takes 2120 ps.
- The OpenROAD warning count is 28.
- The diode insertion count for antenna repair reads 0.
- The global-route wire length before repair is 4.38 mm.
- The script parses the final routing iteration and logs DRC violations as 0.
- The transition time at the pin with the least slew margin is 614 ps.
- The chip area in the Yosys report is 0.00150 sq mm.
- The worst endpoint required time is 3440 ps.
- The startpoint identified for the worst register-to-register timing path is cnt[0]$_DFF_PN0_.
- Of the total synthesized cell area, the portion taken by full adders, half adders and majority gates is 4.18%.
- Across the whole layout, storage elements account for 779 sq um.
- The post-route standard cell area excluding fillers reads 0.00175 sq mm.
- The finished layout reports a core utilization of 22.6%.
- In the synthesized netlist, the number of instances is 142.
- The level count of the clock H-tree is 2.
- Along the worst path, the maximum fanout reaches 2.
- In the Yosys stats the netlist draws on 29 distinct library cells.
- Endpoints with negative setup slack in the final report add up to 0.
- The share of flip-flops with an asynchronous set or reset after synthesis reads 100%.
- The worst-case clock skew reads 3.31 ps.
- The achievable frequency is 472 MHz.
- The largest stage delay on the critical path reads 530 ps.
- The I/O pin total reads 6.
- The total negative slack reads 0 ps.
- The fraction of final layout cells with drive strength greater than 1 reads 14.5%.
- The yosys synthesis warning count is 1.
- The final weighted congestion recorded by global placement is 0.821.
- After synthesis, the design contains 142 cells according to Yosys.
- Summing all multiplexer cells gives an area fraction of 1.00%.
- The buffer-and-inverter tally for the worst setup path reads 1.
- The root buffer cell reads clkbuf_8.
- Once placement finished, the instance area stood at 0.00166 sq mm.
- The flip-flop and latch count after synthesis is 31.
- The total number of vias reads 989.
- The synthesized area per cell reads 10.5 sq um.
- The post-synth design cell area reads 0.00150 sq mm.
- The post-cts sizing count reads 0.
sequential cells by signal (all words and copies together), names as in the netlist:
| signal | cells |
|---|---|
| led_index | 2 |
| leds | 4 |
| cnt | 25 |
cells in the final DEF (no fill, tap or decap), drive strengths merged, types with 5 or more instances in the layout:
cell           netlist  layout
clkbuf               3       7
clkdlybuf4s50        0       5
dfrtp               28      28
ha                   5       5
nand2               14      14
nand3               12      12
nand4                8       8
nor2                19      19
o21ai                6       6
xnor2               10      10
xor2                10      10
worst register-to-register path, cell delays in order (launching register included):
cell and delay [ps]:
dfrtp_1 380, ha_1 210, nand3_2 130, or2_4 260
or4_4 640, mux2_4 340
Yosys cell counts, drive strengths merged (3+ instances only):
master	count	area share (%)
nand4	8	3.3
ha	5	4.2
nand2	14	3.5
dfrtp	28	47
inv	3	0.75
and4	3	1.8
dfstp	3	5.3
xor2	10	5.8
nand3	12	4.3
nor2	19	4.8
xnor2	10	6.3
and3	3	1.3
clkbuf	3	0.75
o21ai	6	3.0
per-stage QoR:
step,hold slack (ps),instances
detailed placement,463,246
finish,469,254
floorplan,427,142
global placement,462,246
CTS,472,254
global route,495,254
cell families (layout without fill, tap and decap cells):
family,Yosys count,after routing
simple gates,70,70
flops,31,31
xor+xnor,20,20
buf+inv,8,18
compound gates,7,7
fa+ha+maj,5,5
mux,1,1
worst paths after layout:
check / endpoint / slack [ps] / cells after the start
max: leds[2] / 2180 / 1
min: leds[1]$_DFFE_PN1N_ / 470 / 2
max reg2reg: led_index[1]$_DFFE_PN0N_ / 2220 / 5
min reg2reg: leds[1]$_DFFE_PN1N_ / 470 / 2
max in group asynchronous: leds[3]$_DFFE_PN1N_ / 3000 / 2
min in group asynchronous: leds[0]$_DFFE_PN0N_ / 990 / 2
final cells by class:
class,count,share of cell area (%)
flip-flops and latches,31,44.6
repair buffers,7,3.72
well taps,102,7.30
clock buffers,7,4.94
clock inverters,1,0.286
inverters,3,0.644
multi-input cells,103,38.5
layer usage:
metal  GRT usage (%)  part of all wire (%)  up-vias
li1                -                     -      498
met1            6.34                    50      475
met2            6.13                    41       12
met3            1.91                   6.8        4
met4           0.942                   1.4        0
met5               0                     0        -
power by group:
group / internal (mW) / leakage, nW / switching (mW)
Combinational: 0.00139 / 0.319 / 0.00546
Sequential: 0.292 / 0.413 / 0
Clock: 0.129 / 0.0482 / 0.0976
No activity file was given, so power comes from the tool's default toggle rates.
