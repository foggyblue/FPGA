===== design.v =====
module  counter
(
    input wire sys_clk,        
    input wire sys_rst_n,      
    output reg led_out         
);
    reg [24:0] cnt;            
    parameter MAX_COUNT = 25000000;   
    always @(posedge sys_clk or negedge sys_rst_n) begin
        if (!sys_rst_n) begin
            cnt <= 0;
            led_out <= 1;     
        end else begin
            if (cnt == MAX_COUNT - 1) begin
                led_out <= ~led_out;
                cnt <= 0;     
            end else begin
                cnt <= cnt + 1;     
            end
        end
    end
endmodule

===== run.sh =====
#!/bin/bash
# OpenROAD 26Q1-2900-gdf79404cd8, Yosys 0.63+post, stock flow scripts
make -C /OpenROAD-flow-scripts/flow DESIGN_CONFIG=/design/flow/config.mk WORK_HOME=/design/flow/orfs finish

===== config.mk =====
export PLATFORM = sky130hd
export DESIGN_NAME = counter
export DESIGN_NICKNAME = counter
export VERILOG_FILES = /design/flow/design.v
export SDC_FILE = /design/flow/constraint.sdc
export NUM_CORES = 4
export LEC_CHECK = 1
export CORE_AREA = 10 10 100 100
export DIE_AREA = 0 0 110 110

===== constraint.sdc =====
current_design counter

set clk_period 4.5
set clk_io_pct 0.2

create_clock -name clk0 -period $clk_period [get_ports {sys_clk}]

set non_clock_inputs [all_inputs -no_clocks]
set_input_delay [expr $clk_period * $clk_io_pct] -clock clk0 $non_clock_inputs
set_output_delay [expr $clk_period * $clk_io_pct] -clock clk0 [all_outputs]

==> insert_results.sql <==
-- metrics for the results database
INSERT INTO impl_metrics (metric_group, metric, value, unit) VALUES
('hold_path', 'min_path_cells', '1', ''),
('clocking', 'inserted_clock_buffers', '3', ''),
('grt', 'grt_pass1_wl', '4.39', 'mm'),
('pwr', 'total_leakage_power', '0.620', 'nW'),
('finish', 'final-instance-count-excl-fill', '231', ''),
('critical_path', 'max_stage_delay', '0.54', 'ns'),
('critical_path', 'crit_chain', 'clkdlybuf4s50_1', ''),
('final_timing', 'slew-limit-headroom', '0.473', ''),
('synthesis', 'post_synth.cell_area_avg', '10.5', 'sq um'),
('route', 'num_vias', '955', ''),
('clocking', 'clock_sink_count', '26', ''),
('pwr', 'report.power.total', '0.372', 'mW'),
('route', 'route.detailed.drc', '0', ''),
('synthesis', 'postSynth.asyncResetShare', '1.00', ''),
('placement', 'dpl_worst_slack', '2.46', 'ns'),
('synthesis', 'yosysCellCount', '127', ''),
('critical_path', 'crit_path_top_delay_cell', 'dfstp_2', ''),
('critical_path', 'cp.depth', '1', ''),
('route', 'diodes', '0', ''),
('final_timing', 'drv_slew', '0', ''),
('critical_path', 'timing_worst_setup_path_type', 'reg -> out', ''),
('die', 'coreArea', '7810', 'sq um'),
('die', 'num_io_pins', '3', ''),
('pwr', 'vdd_ir_drop_max', '0.184', 'mV'),
('route', 'detailedRoute.firstPassIterationCount', '4', ''),
('clocking', 'clock_tree.buffer_depth', '2', ''),
('finish', 'post_route_cells_drive_above_1_share', '0.0930', ''),
('grt', 'grt_start_max_net_pins', '27', ''),
('route', 'post_dr_vias_cell', '4.13', ''),
('critical_path', 'ff2ff_setup_slack', '2.45', 'ns'),
('synthesis', 'ys_types', '33', ''),
('route', 'dr.first_iter.drc_count', '50', ''),
('critical_path', 'worst_r2r_path_depth', '5', ''),
('grt', 'grt_util_all_layers', '0.0428', ''),
('clocking', 'tritoncts', 'built', ''),
('critical_path', 'path_delay_family', 'flip-flops', ''),
('placement', 'globalplace.congestion', '0.783', ''),
('flow_run', 'maxCapViolCount', '0', ''),
('pwr', 'p_per_area', '249', 'nW/um^2'),
('synthesis', 'leading_register_cell_type_out_of_synthesis', 'dfrtp_1', ''),
('placement', 'place.detailed.hpwl', '1.62', 'mm'),
('critical_path', 'cp_data_arrival_time', '1.26', 'ns'),
('die', 'fp_util', '0.170', ''),
('critical_path', 'worst-path-buf-inv', '1', ''),
('final_timing', 'timing.final.ws_setup', '2.34', 'ns'),
('critical_path', 'end_kind', 'output pin', ''),
('final_timing', 'rsz0062_at_grt', 'no', ''),
('synthesis', 'synthesis.area', '1330', 'sq um'),
('grt', 'antenna_found_initial', '0', ''),
('clocking', 'worst_setup_hold_path_clk_slew', '0.08', 'ns'),
('final_timing', 'setup_viol', '0', ''),
('final_timing', 'final_critical_period', '2.16', 'ns'),
('die', 'dieWidth', '110', 'um'),
('clocking', 'cts_setup_buffers', '0', ''),
('route', 'routed_wl', '2.40', 'mm'),
('die', 'dieHeight', '110', 'um'),
('final_timing', 'slew_at_the_pin_closest_to_its_max_slew_limit', '0.784', 'ns'),
('final_timing', 'min_period_over_period', '0.481', ''),
('synthesis', 'synth_seq_share', '0.490', ''),
('finish', 'syn2layout_area_growth', '12.4', '%'),
('run_status', 'status', 'finished clean', ''),
('route', 'route.antenna.remaining_nets', '0', ''),
('synthesis', 'postSynthRegisterBits', '26', ''),
('clocking', 'postCtsHoldBufs', '0', ''),
('synthesis', 'enable_flop_cells', '0', ''),
('final_timing', 'achievable-frequency', '462', 'MHz'),
('clocking', 'htree_num_levels', '1', ''),
('hold_path', 'hp-class', 'reg -> reg', ''),
('final_timing', 'finalSetupTns', '0', 'ns'),
('die', 'fp.dieArea', '12100', 'sq um'),
('placement', 'placed_cells_incl_taps', '227', '');
-- cells in the final DEF (no fill, tap or decap) --
cell type	instances
a21oi_1	9
and2_1	1
and3_1	3
and4_1	3
and4_4	1
and4bb_2	1
buf_4	1
clkbuf_1	1
clkbuf_8	3
clkdlybuf4s50_1	2
dfrtp_1	25
dfstp_2	1
ha_1	1
inv_1	4
mux2i_1	1
nand2_1	7
nand2b_1	2
nand3_1	10
nand4_1	4
nand4_2	2
nand4_4	1
nor2_1	5
nor2b_1	1
nor3_1	3
nor4_1	1
nor4_4	1
nor4b_1	1
o21ai_0	6
o221ai_1	1
o31ai_1	5
or2_2	1
or3_1	5
or4_1	4
xnor2_1	6
xor2_1	6
-- path summary, 6_finish.rpt --
path,startpoint,to
worst max-delay path,led_out$_DFFE_PN1N_,led_out
worst min-delay path,cnt[0]$_DFF_PN0_,cnt[0]$_DFF_PN0_
max in group asynchronous,sys_rst_n,led_out$_DFFE_PN1N_
worst min register to register,cnt[0]$_DFF_PN0_,cnt[0]$_DFF_PN0_
worst max register to register,cnt[0]$_DFF_PN0_,led_out$_DFFE_PN1N_
min in group asynchronous,sys_rst_n,cnt[7]$_DFF_PN0_
-- where the power goes --
group          switching [mW]  internal, mW  leakage, nW
sequential                  0         0.233        0.350
combinational         0.00446       0.00133        0.247
clock                  0.0697        0.0633       0.0228
total                  0.0742         0.298        0.620
-- routing by layer --
metal  track usage  routed length, um  share of wire  vias to the layer above
li1              -                  -              -                      473
met1        0.0637               1340           0.56                      470
met2        0.0639                957           0.40                       10
met5             0                  0              0                        -
met3        0.0112                 96          0.040                        2
met4       0.00279                 10         0.0042                        0
-- cells in the mapped netlist, types with 2 or more instances --
library cell  instances  area, sq um
dfrtp_1              25          626
xnor2_1               6         52.6
nand4_2               2         25.0
xor2_1                6         52.6
buf_4                 4         30.0
inv_1                 4         15.0
nand3_1              10         50.1
o31ai_1               5         37.5
o21ai_0               6         30.0
a21oi_1               9         45.0
nand2b_1              2         12.5
and3_1                3         18.8
nor3_1                3         15.0
nor2_1                5         18.8
or3_1                 5         31.3
or4_1                 4         30.0
and4_1                3         26.3
nand4_1               4         25.0
nand2_1               7         26.3
-- through the flow --
step | hold slack [ns] | utilization | cell area, sq um
final | 0.498 | 0.192 | 1500
after global routing | 0.527 | 0.192 | 1500
after CTS | 0.498 | 0.192 | 1500
after detailed placement | 0.485 | 0.186 | 1450
after global placement | 0.466 | 0.186 | 1450
after floorplan | 0.445 | - | 1330
-- state kept, by name, indices dropped and copies added (netlist names) --
name     count
cnt         25
led_out      1
-- layout make-up --
class,instances,area [sq um],share of cell area
Sequential cell,26,652,0.436
Timing Repair Buffer,3,27.5,0.0184
Inverter,4,15.0,0.0100
Multi-Input combinational cell,92,628,0.420
Clock buffer,4,45.0,0.0301
Tap cell,102,128,0.0854
-- cell families (layout without fill, tap and decap cells) --
group                      count (synthesis)  after routing  share of synthesized area
xor gates and xnor gates                  12             12                     0.0790
and+or+nand+nor                           57             57                      0.285
buffers and inverters                      9             11                     0.0376
adders and majority gates                  1              1                    0.00941
DFF                                       26             26                      0.490
muxes                                      1              1                    0.00753
AOI/OAI and AO/OA                         21             21                     0.0913
Power is estimated from default activity; no workload was simulated.
